[flow/run.sh]
#!/bin/bash
# OpenROAD 26Q1-2900-gdf79404cd8, Yosys 0.63+post, stock flow scripts
make -C /OpenROAD-flow-scripts/flow DESIGN_CONFIG=/design/flow/config.mk WORK_HOME=/design/flow/orfs finish
[flow/constraint.sdc]
current_design Cpu

set clk_period 16.9
set clk_io_pct 0.2

create_clock -name clk0 -period $clk_period [get_ports {clk}]

set non_clock_inputs [all_inputs -no_clocks]
set_input_delay [expr $clk_period * $clk_io_pct] -clock clk0 $non_clock_inputs
set_output_delay [expr $clk_period * $clk_io_pct] -clock clk0 [all_outputs]
[flow/config.mk]
export PLATFORM = sky130hd
export DESIGN_NAME = Cpu
export DESIGN_NICKNAME = Cpu
export VERILOG_FILES = /design/flow/design.v
export SDC_FILE = /design/flow/constraint.sdc
export NUM_CORES = 4
export LEC_CHECK = 1
export CORE_UTILIZATION = 40
[flow/design.v]
module alu(
  a,
  b,
  sel,
  f,
  ovf,
  zero
);
  input [31:0] a;
  input [31:0] b;
  input [2:0] sel;
  output [31:0] f;
  output ovf;
  output zero;
  reg [31:0] f;
  reg ovf;
  reg zero;
  wire [31:0] a;
  wire [31:0] b;
  wire [2:0] sel;
  always @ (*)
  begin
	zero = 0;
	ovf = 0;
	case(sel)
  	3'b000:  
    	begin
    	f = a + b;
    	ovf = (a[31]~^b[31] && f[31]!=a[31])?1:0;
    	end
  	3'b001:  
    	begin
    	f = f;
    	end
  	3'b010:  
    	begin
    	f = a&b;
    	end
  	3'b011:  
        begin
    	f = a|b;
    	end
  	3'b100:  
    	begin
        if($signed(a) < $signed(b))
          f <= 32'd1;
        else
          f <= 32'd0;
    	end
  	3'b101:  
    	begin
    	f = {a[30:0],1'b0};
    	end
  	3'b110:  
    	begin
    	if(a==b)
      	zero = 1;
    	end
  	3'b111:  
    	begin
    	f = 32'd0;
    	if(a!=b)
      	zero = 1;
    	end
  	default:
    	begin
    	f = 32'd0;   	
    	end
	endcase
  end
endmodule
`timescale 1ns/100ps
module Cpu(
	clk,
	rst,
	instr_addr,
	instr,
	data_addr,
	data_in,
	data_out,
	mem_read,
	mem_write
);
input wire clk;
input wire rst;
output wire [31:0] instr_addr;
input wire [31:0] instr;
output wire [31:0] data_addr;
output wire [31:0] data_out;
input wire [31:0] data_in;
output wire mem_write;
output wire mem_read;
wire [2:0] aluOp;
wire [15:0] constant;
wire [4:0] rs_addr;
wire [4:0] rt_addr;
wire [4:0] rd_addr;
wire reg_write;
wire [31:0] rs_data;
wire [31:0] rt_data;
wire [31:0] rd_data;
wire [31:0] rd_data_post;
wire ovf;
wire zero;
wire alusrc1;
wire alusrc2;
wire memtoreg;
wire reg_dst;
wire [31:0] aluin2;
wire [31:0] constant_ext;
wire [25:0] jump_immediate;
wire jump;
wire noop;
program_counter pc(
	.clk(clk),
	.rst(rst),
	.immediate_value(constant_ext),
	.zero(zero),
	.pc_out(instr_addr),
	.jump(jump),
	.jump_immediate(jump_immediate),
	.noop(noop)
);
reg_file regfile(
	.clk(clk),
	.rst(rst),
	.wr_en(reg_write),
	.rd0_addr(rs_addr),
	.rd1_addr(rt_addr),
	.rd0_data(rs_data),
	.rd1_data(rt_data),
	.wr_addr(rd_addr),
	.wr_data(rd_data_post)
);
inst_decoder decoder(
	.mem_write(mem_write),
	.instruction(instr),
	.mem_read(mem_read),
	.ALUOp(aluOp),
	.immediate_constant(constant),
	.reg_write(reg_write),
	.read_reg1_addr(rs_addr),
	.read_reg2_addr(rt_addr),
	.write_reg_addr(rd_addr),
	.ALUSrc1(alusrc1),
	.ALUSrc2(alusrc2),
	.mem_to_reg(memtoreg),
	.reg_dst(reg_dst),
	.jump_immediate(jump_immediate),
	.jump(jump),
	.noop(noop)
);
alu alu(
	.a(rs_data),
	.b(aluin2),
	.sel(aluOp),
	.f(rd_data),
	.ovf(ovf),
	.zero(zero)
);
assign data_addr = rd_data;
assign data_out = rt_data;
sign_extend extend(
	.in(constant),
	.out(constant_ext)
);
mux alu_src_mux(
	.a(rt_data),
	.b(constant_ext),
	.sel(alusrc2),
	.out(aluin2)
);
mux reg_write_mux(
	.a(rd_data),
	.b(data_in),
	.sel(memtoreg),
	.out(rd_data_post)
);
endmodule
module inst_decoder(
input [31:0] instruction,
output reg_write,
output reg_dst,
output [15:0] immediate_constant,
output ALUSrc1,
output ALUSrc2,
output [2:0] ALUOp,
output mem_write,
output mem_read,
output mem_to_reg,
output [4:0] read_reg1_addr,
output [4:0] read_reg2_addr,
output [4:0] write_reg_addr,
output reg [25:0] jump_immediate,
output reg jump,
output reg noop
    );
wire [31:0] instruction;
reg [5:0] opcode;
reg [5:0] funct;
reg [5:0] padding; 
reg [15:0] immediate_constant;
reg reg_write;
reg reg_dst;
reg ALUSrc1;
reg ALUSrc2;
reg [2:0] ALUOp;
reg mem_write;
reg mem_read;
reg mem_to_reg;
reg [4:0] read_reg1_addr;
reg [4:0] read_reg2_addr;
reg [4:0] write_reg_addr;
always @(*)
begin
ALUSrc1 = 1'b0;
mem_write = 1'b0;
mem_to_reg = 1'b0;
reg_dst = 1'b0;
opcode = instruction[31:26];
funct = instruction[5:0];
reg_write = 1'b1;
ALUSrc2 = 1'b0;
ALUOp = 0;
read_reg1_addr = instruction[25:21];  
read_reg2_addr = instruction[20:16];  
write_reg_addr = instruction[15:11];  
jump_immediate = instruction[25:0];
jump = 0;
noop = 0;
case(opcode)
    6'd 4:  
    begin
    immediate_constant = instruction [15:0];
    ALUOp = 3'b110;
    reg_write = 0;
    write_reg_addr = instruction[20:16];  
    end
    6'd 0:
    case(funct)
     6'h 20:  
          begin
            ALUOp = 3'b000;
            reg_dst = 1'b1;
            write_reg_addr = instruction[15:11];  
            end
     6'h 2A:
          begin
            ALUOp = 3'b 100;
            reg_dst = 1'b1;
            write_reg_addr = instruction[15:11];  
          end
   endcase
     6'h 23:  
          begin
       immediate_constant = instruction [15:0];
       ALUOp = 3'b000;
       mem_to_reg = 1'b1;
       mem_read = 1'b1;
       ALUSrc2 = 1'b1;
       write_reg_addr = instruction[20:16];  
     end
     6'h 2b:  
          begin
       immediate_constant = instruction [15:0];
       ALUOp = 3'b000;
       mem_write = 1'b1;
       reg_write = 1'b0;
       ALUSrc2 = 1'b1;
       write_reg_addr = instruction[20:16];  
     end
     6'd 8:  
          begin
       immediate_constant = instruction [15:0];
       write_reg_addr = instruction[20:16];  
       ALUOp = 3'b000;
       ALUSrc2 = 1'b1;
     end     
     6'd 2:
      begin
      jump = 1;
        end  
    6'h 3f:
    begin
      noop = 1;
      reg_write = 0;
      ALUOp = 3'b001;
    end
endcase
end
endmodule
module mux(
    input [31:0] a,
    input [31:0] b,
    input sel,
    output [31:0] out
    );
    reg [31:0] out;
    always @(*)
    case(sel)
    1'b0: out = a;
    1'b1: out = b;
    endcase
endmodule
module program_counter(input clk, 
          input rst, 
          input [31:0] immediate_value, 
          input zero,
          input jump,
          input [25:0] jump_immediate,
          input noop, 
          output [31:0] pc_out);
  reg [31:0] pc_out;
  always@(posedge clk or posedge rst)
    begin
       if(rst)
            begin
                pc_out <= 32'h3000 - 4;
            end
       else
        begin
            if(zero)
                pc_out <= pc_out + 4 + immediate_value * 4;
            else if(jump) begin
		pc_out = pc_out + 4;
                pc_out = {pc_out[31:28], jump_immediate, 2'b00};
            end else if(noop) begin
                pc_out = pc_out;
            end else
                pc_out <= pc_out + 4;             
        end 
    end
endmodule
module reg_file(
  input clk,
  input rst,
  input wr_en,
  input [4:0] rd0_addr,
  input [4:0] rd1_addr,
  input [4:0] wr_addr,
  input [31:0] wr_data,
  output [31:0] rd0_data,
  output [31:0] rd1_data
);
  reg [31:0] mem [0:31];
  wire [31:0] rd1_data;
  wire [31:0] rd0_data;
  integer i;
  always @ (posedge clk or posedge rst)  
    begin
        if(rst)  
            begin
               for(i = 0; i < 32; i = i+1)
                  mem[i] <= 0;       
            end
        else
            begin
                if (wr_en)  
                      mem[wr_addr] <= wr_data;                               
            end
    end    
assign rd0_data = (rd0_addr == 0) ? 32'd0 : mem[rd0_addr];
assign rd1_data = (rd1_addr == 0) ? 32'd0 : mem[rd1_addr];
endmodule
module sign_extend(in, out);
	input [15:0] in;
	output reg [31:0] out;
	always @ (in)
	begin
		if(in[15] == 1) begin
			out <= 32'hFFFF0000 | in;
		end else begin
			out <= in;
		end
	end
endmodule
==> results.json <==
{
  "synth_cell_types": 87,
  "port_buffers": 160,
  "syn_area_um2": 54630,
  "dp_slack_ns": 5.529,
  "power_density_nw_per_um2": 136.4,
  "wl_per_cell_um": 35.38,
  "setup-violations-final": 0,
  "crit_fanout": 18,
  "synthCells": 6178,
  "tritoncts": "done",
  "wirelength_um": 283900,
  "cts_buffer_depth": 3,
  "initCoreUtil_pct": 40.33,
  "rr_endpoint": "pc.pc_out[14]$_DFFE_PP0P_",
  "unclocked_pins": 48,
  "top_cells_by_area": "dfrtp_1, a22oi_1, a21oi_1",
  "die_height_um": 371.6,
  "gp_congestion": 1.051,
  "drv_cap": 0,
  "hpwl_um": 176500,
  "p_leak_nw": 26.92,
  "synth-warning-count": 7,
  "drc": 0,
  "h-tree-depth": 3,
  "nFillCells": 12742,
  "r2r_cells": 16,
  "final_cells": 8026,
  "cp-start-kind": "primary input",
  "ioPinCount": 164,
  "worst_slack_ns": 5.076,
  "cts.repair.resized": 0,
  "clk_latency_ns": 0.78,
  "end_kind": "output pin",
  "hold_viol": 0,
  "antenna_found_initial": 15,
  "top_area_share_pct": 46.31,
  "flop_cell": "dfrtp_1",
  "utilization_pct": 46.48,
  "r2r_slack_ns": 11.30,
  "hold_depth": 2,
  "holdPathEnd": "regfile.mem[31][7]$_DFFE_PP0P_",
  "fin_crit_sh_pct": 69.97,
  "p_total_mw": 8.586,
  "cp_data_required_time_ns": 13.52,
  "period_minus_slack_ns": 11.82,
  "grt_max_degree": 112,
  "worstReg2RegStart": "regfile.mem[2][27]$_DFFE_PP0P_",
  "worstPathArrival_ns": 8.44,
  "skew_ns": 0.06003,
  "yosys_cells": 6178,
  "tightest_slew_ns": 1.155,
  "holdBufCountCts": 0,
  "antenna_left": 0,
  "warnings": 91,
  "grt_first_pass_wirelength_um": 396000,
  "viasPerCell": 6.780,
  "ir_drop_v": 0.0001063,
  "path_class": "in2out",
  "grt_util_all_layers_pct": 42.60,
  "vias": 54418,
  "fp.dieW_um": 371.6,
  "hold_class": "reg2reg",
  "dp.cells": 7802,
  "area_delta_synth_final_pct": 15.25,
  "drt-pass1-iter-count": 10,
  "drt_iter0_drc": 7370,
  "yosysTopAreaCell": "dfrtp_1",
  "grt-ovfl-total": 0,
  "outcome": "completed",
  "untimed_endpoints": 80,
  "whs_ns": 0.5088,
  "core_area_um2": 135500,
  "postCtsSetupRepairBufs": 0,
  "combGateArea_um2": 26740,
  "clk_pin_slew_worst_paths_ns": 0.06,
  "yosys_area_um2": 54630,
  "rows": 135,
  "grt_pass1_vias": 51088,
  "drive_above_1_share_pct": 9.674,
  "synth-edff-count": 0,
  "numCtsBuffers": 111,
  "postSynth.asyncResetShare_pct": 95.51,
  "maxSlewViolCount": 0,
  "regArea_um2": 26310,
  "die_area_um2": 138100,
  "synth_area_per_cell_um2": 8.843,
  "relSlewSlack_pct": 22.81,
  "ys_seq_elements": 1070,
  "fmax_mhz": 84.57,
  "rsz0062_at_grt": "false",
  "clock-root-buffer": "clkbuf_16",
  "hold_path_startpoint": "regfile.mem[31][7]$_DFFE_PP0P_"
}
[power by group]
group          total [mW]  switching, mW  internal [mW]  leakage [nW]
combinational        2.06           1.23          0.833          12.2
sequential           3.89          0.752           3.14          12.9
clock                2.63           1.11           1.52          1.90
total                8.59           3.09           5.49          26.9
[flip-flops by register name (all words and copies together) (netlist names)]
register                    cells
regfile.mem                   992
alu.f                          32
pc.pc_out                      30
decoder.immediate_constant     16
[placed cells by master, fill, tap and decap left out, drive strengths merged, types with 12 or more instances in the layout]
cell type      count
nand2b            28
nand2            661
and3              14
a21oi            686
a22oi            497
o21ai            559
a211oi            16
a221oi           171
nand3            138
inv              105
a22o             184
clkdlybuf4s50    158
nor2b             13
xnor2             48
clkinv            27
bufinv            14
ha               111
dfrtp           1011
nor3              63
nor4              17
nor2             768
buf              233
a222oi            50
o22ai             12
nand4            124
clkbuf           147
dlxtn             48
o21bai            13
xor2              27
mux2i             72
nand3b            17
a21o              20
diode             22
[routing by layer]
layer / up-vias / GRT usage (%) / wire [um]
li1: 22474 / - / -
met3: 1532 / 24.54 / 45050
met1: 25912 / 53.09 / 99870
met5: - / 1.923 / 461
met2: 4478 / 57.09 / 113500
met4: 22 / 26.22 / 25010
[cell type report]
class	instances	area share [%]
antenna	22	0.08744
sequential	1070	41.78
inverter	99	0.5961
clock buffer	147	4.960
tap	1781	3.539
multi-input combinational	4461	42.46
clock inverter	55	1.230
timing repair buffer	391	5.342
[critical path: stages]
cell and delay [ns]:
clkdlybuf4s50_1 0.92, nand2_1 0.77, nor2_4 0.92, buf_4 0.56, a22o_1 0.24, a221oi_1 0.06
nand4_1 0.16, nor3_1 0.06, a21oi_1 0.69, clkdlybuf4s50_1 0.61
[how the worst max path moves through the flow]
stage	start	to	slack [ns]	cells past startpoint
6_report	instr[17]	data_out[28]	5.08	10
4_1_cts	instr[17]	data_out[28]	5.50	10
5_1_grt	instr[17]	data_out[28]	5.12	10
[per-stage QoR]
step | setup TNS (ns) | instance area, um2
floorplan | -563.10 | 54640
global placement | 0 | 59010
detailed placement | 0 | 59010
CTS | 0 | 62910
global route | 0 | 62910
finish | 0 | 62960
[logic make-up (layout without fill, tap and decap cells)]
logic type | after synthesis | count (layout) | synth area share [%]
multiplexers | 84 | 84 | 1.587
buffers and inverters | 648 | 692 | 4.518
adder cells (fa/ha/maj) | 113 | 113 | 2.615
AND-OR/OR-AND | 2287 | 2287 | 26.90
latches | 48 | 48 | 1.319
other | 2 | 25 | 0.01375
XOR/XNOR | 75 | 75 | 1.202
flip-flops | 1022 | 1022 | 46.84
AND/OR/NAND/NOR | 1899 | 1899 | 15.00
[Yosys cell counts, types with 6 or more instances]
master and count:
a22oi_1 497, o21ai_0 554, or3_1 11, a21o_1 20, dlxtn_1 48, or2_2 7
a22o_1 184, nand3b_1 17, o21bai_1 13, nand4_1 124, nor2_1 767, nand3_1 138
inv_1 97, nor3b_1 7, mux2_2 11, xor2_1 27, dfrtp_1 1011, nor4_1 13
and3_1 14, nor3_1 63, dfstp_2 11, xnor2_1 48, a21oi_1 686, or4_1 7
a211o_1 7, a221oi_1 171, mux2i_1 72, a21boi_0 6, buf_1 41, clkbuf_1 492
o22ai_1 12, a211oi_1 12, a222oi_1 50, o21a_1 9, ha_1 111, buf_2 11
nand2b_1 28, nor2b_1 13, nand2_1 660, a31oi_1 11
No activity file was given, so power comes from the tool's default toggle rates.
